$ cat flow/config.mk
export PLATFORM = sky130hd
export DESIGN_NAME = receiver
export DESIGN_NICKNAME = receiver
export VERILOG_FILES = /design/flow/design.v
export SDC_FILE = /design/flow/constraint.sdc
export NUM_CORES = 4
export LEC_CHECK = 1
export CORE_AREA = 10 10 112 112
export DIE_AREA = 0 0 122 122
$ cat flow/constraint.sdc
current_design receiver

set clk_period 3.0
set clk_io_pct 0.2

create_clock -name clk0 -period $clk_period [get_ports {clk}]

set non_clock_inputs [all_inputs -no_clocks]
set_input_delay [expr $clk_period * $clk_io_pct] -clock clk0 $non_clock_inputs
set_output_delay [expr $clk_period * $clk_io_pct] -clock clk0 [all_outputs]
$ cat flow/design.v
module receiver (
    input clk,
    input rst_n,
    input baud_tick,
    input rx_in,
    output reg [7:0] rx_data,
    output reg rx_data_valid
);
    parameter IDLE = 0;
    parameter START_BIT = 1;
    parameter DATA_BITS = 2;
    parameter STOP_BIT = 3;
    reg [2:0] state;
    reg [3:0] bit_count;
    reg [7:0] data_buffer;
    always @(posedge clk or negedge rst_n) begin
        if (!rst_n) begin
            state <= IDLE;
            rx_data_valid <= 0;
            bit_count <= 0;
            data_buffer <= 0;
        end else begin
            case (state)
                IDLE: begin
                    rx_data_valid <= 0;
                    if (!rx_in) begin 
                        state <= START_BIT;
                    end
                end
                START_BIT: begin
                    if (baud_tick) begin
                        if (!rx_in) begin
                            state <= DATA_BITS;
                            bit_count <= 0;
                        end else begin 
                            state <= IDLE;
                        end
                    end
                end
                DATA_BITS: begin
                    if (baud_tick) begin
                        data_buffer[bit_count] <= rx_in;
                        if (bit_count == 7) begin
                            state <= STOP_BIT;
                        end else begin
                            bit_count <= bit_count + 1;
                        end
                    end
                end
                STOP_BIT: begin
                    if (baud_tick) begin
                        if (rx_in) begin
                            rx_data <= data_buffer;
                            rx_data_valid <= 1;
                        end
                        state <= IDLE;
                    end
                end
                default: state <= IDLE;
            endcase
        end
    end
endmodule
$ cat flow/run.sh
#!/bin/bash
# OpenROAD 26Q1-2900-gdf79404cd8, Yosys 0.63+post, stock flow scripts
make -C /OpenROAD-flow-scripts/flow DESIGN_CONFIG=/design/flow/config.mk WORK_HOME=/design/flow/orfs finish
==> qor.txt <==
Status = finished, final reports clean
Synthesis-stage register bit count = 25
Top cells excl fill/tap = 16 x dfrtp_1, 12 x clkdlybuf4s50_1, 11 x nand2_1, 8 x edfxtp_1
Post-route cell area = 0.00161 sq mm
DRC viols = 0
Period minus WS final = 2.19 ns
WS Path Type = reg -> reg
Clk sinks = 25
GR Overflow Total = 0
Fin util = 15.7%
End of the worst register-to-register path = data_buffer[0]
Gate Area = 573 sq um
Tool warnings = 29
Synth Instances = 121
Hold WC Path Type = reg -> reg
R2R Setup Slk = 0.81 ns
Worst setup EP type = flop
Fp util = 13.1%
Die W = 122 um
Sequential share of the synthesized area = 49.7%
Crit path DAT = 2.33 ns
Drt pass-1 iters = 4
Port bufs = 12
R2R cell count = 5
Mean Syn Cell Area = 11.1 sq um
Vias in the first global route = 859
Die Ht = 122 um
Synth Cell Area = 0.00134 sq mm
Drt via density = 3.50
Clock-pin slew of the registers on the worst-case setup and hold paths = 0.09 ns
Post-DP Area = 0.00156 sq mm
Worst-case clock buffer depth = 2
Pleak = 0.566 nW
CTS tree = yes
CTS buffer count = 3
# diodes = 0
VDD IR-drop max = 196 uV
First-pass GRT wire length = 4.08 mm
Chip Area = 0.0149 sq mm
Filler Cell Count = 1125
Final Skew = 0.00568 ns
Share of layout cells above drive strength 1 = 12.4%
Synth cell types = 48
Hold Path Depth = 0
MaxCap Viol Count = 0
RSZ-0062 raised after global routing = no
Area Overhead vs Synth = 20.1%
I/O pin count = 13
Largest net degree at the start of global routing = 18
Row cnt = 37
Setup TNS = 0 ns
Core Box Area = 0.0102 sq mm
Main synth FF type = dfrtp_1
Kind of start point of the critical path = flop
DRT iter0 DRCs = 20
Worst slew margin = 60.4%
Setup crit start = bit_count[0]
GP Congestion = 0.842
CP max FO = 13
Post-cts sizing count = 0
WP data required = 3.15 ns
FMAX = 457 MHz
Slew @ Worst Pin = 0.592 ns
Seq. cell area = 667 sq um
Fin. max-slew vios = 0
Share of flip-flops with an asynchronous set or reset = 68.0%
Late-Pin Clk Latency = 0.27 ns
Root buffer cell = clkbuf_8
Total Routing Usage GR = 3.32%
Final ANT Viol Nets = 0
Hold_sp = data_buffer[0]
Synthesis Warnings = 1
FF-to-FF Start = bit_count[0]
H-Tree Depth = 1
Hold Fails Final Rpt = 0
Initial antenna violation count = 0
DR vias = 927
Avg WL per Cell = 9.45 um
Hold slack final = 0.452 ns
Total wire length = 2.50 mm
Total power = 1.10 mW
HPWL after detailed placement = 1.91 mm
Post-CTS Setup Inserts = 0
Critical Path Sink = data_buffer[0]
Yosys Instances = 121
Final period util = 72.9%
Setup-failing EPs final = 0
Cts hold-fix bufs = 0
Synthesis area per yosys = 0.00134 sq mm
Number of enable flip-flop cells = 8
Power Density = 682 mW/mm^2
Commonest Layout Cell = dfrtp_1
-- critical path, cell delays in order, from the launching register on --
cell	delay, ns
dfrtp_1	0.55
inv_1	0.17
ha_1	0.35
or3b_4	0.45
nor3_1	0.20
mux2_1	0.34
-- layout make-up --
type,count,area share [%]
Sequential cell,25,41.4
Multi-Input combinational cell,80,35.6
Tap cell,136,10.6
Timing Repair Buffer,13,7.93
Clock buffer,3,2.56
Inverter,7,1.63
Clock inverter,1,0.311
-- synth_stat cells, drive strengths merged (4+ instances only) --
library cell / instances / area share, %
nor3: 4 / 1.9
edfxtp: 8 / 18
nor2: 4 / 1.1
o2bb2ai: 4 / 2.6
inv: 7 / 2.0
nand2: 12 / 3.5
o21ai: 8 / 3.0
ha: 5 / 4.7
dfrtp: 16 / 30
buf: 7 / 5.0
-- per-stage QoR --
step	cells	setup WS [ns]
detailed placement	261	0.619
global route	265	0.667
global placement	261	0.637
finish	265	0.814
floorplan	121	1.08
CTS	265	0.819
-- power by group --
part           leakage [nW]  total [mW]  switching, mW  internal (mW)
registers             0.294       0.525         0.0940          0.431
logic                 0.247       0.378          0.201          0.177
clock network        0.0255       0.195          0.102         0.0927
-- logic make-up after synthesis --
logic type,synth area share [%]
adders and majority gates,4.66
muxes,1.96
AOI/OAI and AO/OA,16.6
DFF,49.7
and+or+nand+nor,19.5
buffers and inverters,7.56
-- registers in the layout (all words and copies together) (netlist names) --
| signal | flops |
|---|---|
| rx_data_valid | 1 |
| bit_count | 4 |
| rx_data | 8 |
| state | 4 |
| data_buffer | 8 |
-- worst min-delay path by stage --
stage | to
finish | rx_data[0]
global route | rx_data[0]
CTS | rx_data[0]
-- metal layers --
| layer | vias to the layer above | wire length (um) | GRT usage [%] |
|---|---|---|---|
| met3 | 2 | 253 | 1.31 |
| met5 | - | 0 | 0 |
| li1 | 454 | - | - |
| met4 | 0 | 26 | 0.596 |
| met2 | 19 | 1080 | 4.98 |
| met1 | 452 | 1150 | 4.49 |
Power and IR drop assume default switching activity.
