### run.sh
#!/bin/bash
# OpenROAD 26Q1-2900-gdf79404cd8, Yosys 0.63+post, stock flow scripts
make -C /OpenROAD-flow-scripts/flow DESIGN_CONFIG=/design/flow/config.mk WORK_HOME=/design/flow/orfs finish
### config.mk
export PLATFORM = sky130hd
export DESIGN_NAME = baudrate
export DESIGN_NICKNAME = baudrate
export VERILOG_FILES = /design/flow/design.v
export SDC_FILE = /design/flow/constraint.sdc
export NUM_CORES = 4
export LEC_CHECK = 1
export CORE_UTILIZATION = 30
### constraint.sdc
current_design baudrate

set clk_period 4.2
set clk_io_pct 0.2

create_clock -name clk0 -period $clk_period [get_ports {clk}]

set non_clock_inputs [all_inputs -no_clocks]
set_input_delay [expr $clk_period * $clk_io_pct] -clock clk0 $non_clock_inputs
set_output_delay [expr $clk_period * $clk_io_pct] -clock clk0 [all_outputs]
### design.v
module baudrate (
    input wire clk,
    input wire rst_n,
    output wire baud_tick
);
parameter CLK_FREQ = 50_000_000;  
parameter BAUD_RATE = 9600;      
localparam COUNT_MAX = (CLK_FREQ / BAUD_RATE) - 1;
reg [31:0] counter;
reg baud_tick_reg;
always @(posedge clk or negedge rst_n) begin
    if (!rst_n) begin
        counter <= 0;
        baud_tick_reg <= 0;
    end else begin
        if (counter == COUNT_MAX) begin
            counter <= 0;
            baud_tick_reg <= 1;
        end else begin
            counter <= counter + 1;
            baud_tick_reg <= 0;
        end
    end
end
assign baud_tick = baud_tick_reg;
endmodule
==> impl_metrics.csv <==
group,metric,value,unit
worst_setup_path,crit_family,"buffers and inverters",
timing,finalCriticalPeriod,1880,ps
timing,holdWs,478,ps
synth,synth-seq-cells,33,
clock_network,cts_buffers,5,
timing,rsz0062_at_grt,"false",
worst_setup_path,crit_slowest_cell,"clkdlybuf4s50_1",
timing,hold_viol_final,0,
clock_network,post_cts_buffers,0,
drt,via_count,1007,
outcome,status,"completed",
synth,syn_area,1570,um2
global_routing,grt_util_all_layers,0.112,
drt,ant_nets,0,
worst_setup_path,arrival,1040,ps
finish,area_growth_syn_to_layout,11.4,%
power,pwr_density_cell,320,nW/um2
worst_setup_path,path_cells,"clkdlybuf4s50_1",
floorplanning,fp.dieW,74.4,um
floorplanning,rows,25,
drt,drt_wl_total,2560,um
synth,ys_area,1570,um2
clock_network,ctsHtreeMaxLevel,2,
drt,met2_length,1030,um
placement,io_buffers,2,
drt,drt-met1-wl,1410,um
drt,drcViolationCount,0,
hold_path,min_from,"counter[31]$_DFF_PN0_",
hold_path,hp-class,"register to register",
clock_network,post_cts_resized,0,
power,p_leak,0.781,nW
worst_setup_path,critPathLaunchType,"register",
synth,syn_inst,139,
timing,fmax,0.531,GHz
synth,ys_seq_share,0.525,
worst_setup_path,worstSetupEndpointType,"primary output",
finish,fillCellCount,487,
timing,worst_pin_slew,555,ps
synth,yosysWarningCount,1,
worst_setup_path,cp_slowest_stage_delay,440,ps
flow_run,warnings,25,
global_routing,grt_overflow,0,
clock_network,cts.sinks,33,
floorplanning,ioPinCount,3,
floorplanning,core_area,4880,um2
drt,drt-initial-drc-count,66,
global_routing,grt_pass1_wl,4620,um
floorplanning,die_y,74.4,um
clock_network,cts_tree,"done",
placement,post_dp_cell_area,1670,um2
timing,finalSetupTns,0,ps
placement,hpwl,1720,um
worst_setup_path,path_class,"register to primary output",
clock_network,clk-insertion-delay-late,280,ps
synth,avgSynthCellArea,11.3,um2
finish,largest_reg_flops,32,
synth,ys_cells,139,
worst_setup_path,path_max_fanout,1,
worst_setup_path,crit-reg2reg-launch,"counter[0]$_DFF_PN0_",
synth,synth_cell_types,23,
drt,routed.top_layer,"met4",
drt,drt-wirelength-per-cell,12.1,um
timing,maxSlewHeadroom,0.627,
drt,antenna_cells,0,
clock_network,cts_hold_buf,0,
timing,finalSetupViolations,0,
flow_run,maxCapViolCount,0,
finish,layout-drive-gt1-share,0.0966,
timing,period_used_share,0.448,
drt,wl_met3,92,um
power,ir_drop,0.113,mV
clock_network,cts.path.max_buffers,2,
worst_setup_path,path_buffers,1,
drt,via_per_inst,4.75,
global_routing,grt_max_degree,34,
worst_setup_path,critPathLaunch,"baud_tick_reg$_DFF_PN0_",
placement,place.gp.congestion,0.782,
global_routing,antenna_found_initial,0,
global_routing,grt_pass1_vias,988,
drt,first_pass_iters,4,
timing,slew_viol_final,0,
finish,finish.instance_area,1750,um2
timing,fin_skew,5.82,ps
floorplanning,fp_util,0.323,
power,power,0.561,mW
floorplanning,die-area,5540,um2
worst_setup_path,cp.required,3360,ps
clock_network,root_buffer,"clkbuf_8",
clock_network,clkSlewWorstSetupHoldPaths,70,ps
-- per-layer routing --
metal  track usage  vias to the layer above
met1         0.179                      484
met3        0.0385                        4
met4        0.0189                        0
li1              -                      507
met2         0.153                       12
met5             0                        -
-- power breakdown --
part           internal [mW]  leakage [nW]  switching, mW  total, mW
combinational        0.00142         0.285        0.00585    0.00727
sequential             0.318         0.451              0      0.318
clock                  0.130        0.0443          0.106      0.236
-- path summary, 6_finish.rpt --
check | endpoint | slack, ps | cells past startpoint
worst max-delay path | baud_tick | 2320 | 1
worst min-delay path | counter[31]$_DFF_PN0_ | 480 | 1
worst max register to register | counter[30]$_DFF_PN0_ | 2370 | 5
worst min register to register | counter[31]$_DFF_PN0_ | 480 | 1
max in group asynchronous | counter[17]$_DFF_PN0_ | 2940 | 2
min in group asynchronous | counter[22]$_DFF_PN0_ | 950 | 2
-- logic make-up (layout without fill, tap and decap cells) --
logic type,Yosys count,in the layout,share of synthesized area
fa+ha+maj,1,1,0.00795
buf+inv,5,11,0.0143
xor+xnor,30,30,0.167
simple gates,70,70,0.286
flops,33,33,0.525
-- layout make-up --
class                      count  area (um2)  share of cell area
sequential                    33         826               0.471
multi-input combinational    101         726               0.414
clock buffer                   7        86.3              0.0493
tap                           67        83.8              0.0478
timing repair buffer           3        27.5              0.0157
inverter                       1        3.75             0.00214
-- Yosys cell counts (all sizes together) --
cell type / number / area, um2
dfrtp: 33 / 826
xnor2: 21 / 184
nand4: 14 / 118
nor2: 13 / 48.8
nand3: 12 / 60.1
nand2: 9 / 33.8
xor2: 9 / 78.8
nor4: 6 / 67.6
and3: 5 / 31.3
and4: 4 / 36.3
buf: 3 / 15.0
nor3: 3 / 20.0
and4bb: 1 / 12.5
clkbuf: 1 / 3.75
ha: 1 / 12.5
inv: 1 / 3.75
nor2b: 1 / 6.26
nor3b: 1 / 7.51
nor4b: 1 / 8.76
-- per-stage QoR --
step | utilization | cells | setup slack, ps
after global routing | 0.359 | 212 | 2210
after global placement | 0.342 | 205 | 2410
after detailed placement | 0.342 | 205 | 2380
after CTS | 0.359 | 212 | 2310
after floorplan | - | 139 | 2690
final | 0.359 | 212 | 2320
-- layout by cell type (no fill, tap or decap) --
master and count:
nor4_4 2, and4bb_2 1, inv_1 1, clkbuf_1 1, nand4_4 2, and4_1 3, nor3b_1 1, nor4b_1 1
buf_4 1, nand4_1 12, nor3_2 1, dfrtp_1 33, and4_2 1, and3_1 5, nor3_1 2, nor2_1 13
xor2_1 9, nor2b_1 1, nand3_1 12, nand2_1 9, nor4_1 4, clkbuf_8 6, clkdlybuf4s50_1 2, xnor2_1 21
ha_1 1
Power and IR drop assume default switching activity.
